==> run.sh <==
#!/bin/bash
# OpenROAD 26Q1-2900-gdf79404cd8, Yosys 0.63+post, stock flow scripts
make -C /OpenROAD-flow-scripts/flow DESIGN_CONFIG=/design/flow/config.mk WORK_HOME=/design/flow/orfs finish
==> config.mk <==
export PLATFORM = sky130hd
export DESIGN_NAME = disp_hex_mux
export DESIGN_NICKNAME = disp_hex_mux
export VERILOG_FILES = /design/flow/design.v
export SDC_FILE = /design/flow/constraint.sdc
export NUM_CORES = 4
export LEC_CHECK = 1
export CORE_AREA = 10 10 98 98
export DIE_AREA = 0 0 108 108
==> constraint.sdc <==
current_design disp_hex_mux

set clk_period 3.4
set clk_io_pct 0.2

create_clock -name clk0 -period $clk_period [get_ports {clk}]

set non_clock_inputs [all_inputs -no_clocks]
set_input_delay [expr $clk_period * $clk_io_pct] -clock clk0 $non_clock_inputs
set_output_delay [expr $clk_period * $clk_io_pct] -clock clk0 [all_outputs]
==> design.v <==
`timescale 1ns / 1ps
module mips_fpga(input			clk, reset, 
				 output			memwrite,
				 output[ 3:0]	top_an, 
				 output[ 7:0]	top_sseg,
				 input[ 7:0]	switches,
				 output			sinkBit );
	wire[31:0] 	pc, instr, dataadr, writedata, dispDat;
	wire 		clksec;
	reg[ 7:0] 	reg_hex1, reg_hex0;
	clk_gen top_clk(.clk50MHz(clk), .reset(reset), .clksec(clksec));
	mips mips(clksec, reset,writedata, dataadr, 
			     memwrite, switches[4:0], dispDat, pc, instr);	
	disp_hex_mux disp_unit (.clk(clk), .reset(1'b0), 
		.hex3(reg_hex1[7:4]), .hex2(reg_hex1[3:0]), 
		.hex1(reg_hex0[7:4]), .hex0(reg_hex0[3:0]),  
		.dp_in(4'b1111), .an(top_an), .sseg(top_sseg));
	always @ (posedge clk) begin
		reg_hex1 = pc[7:0];
		case ({switches[7],switches[6], switches[5]})
			3'b000:	begin
					reg_hex0 = dispDat[ 7:0];
					end
			3'b001:	begin
					reg_hex0 = instr[ 7:0];
					end
			3'b010:	begin
					reg_hex0 = dataadr[ 7:0];
					end
			3'b011:	begin
					reg_hex0 = writedata[ 7:0];
					end
			3'b100:	begin
					reg_hex0 = instr[ 7:0];
					end
			3'b101:	begin
					reg_hex0 = instr[ 15:8];
					end
			3'b110:	begin
					reg_hex0 = instr[ 23:16];
					end
			3'b111:	begin
					reg_hex0 = instr[ 31:24];
					end
			endcase
	end		
	assign sinkBit = (pc > 0) ^ (instr > 0) ^ (dataadr > 0) ^ (writedata > 0) ^ 
					 (dispDat > 0);
endmodule
module clk_gen(
	input			clk50MHz, reset, 
	output reg		clksec );
	reg 			clk_5KHz;
	integer 		count, count1;
	always@(posedge clk50MHz) begin
		if(reset) begin
			count = 0;
			count1 = 0;
			clksec = 0;
			clk_5KHz =0;
		end else begin
			if (count == 50000000) begin
				clksec = ~clksec;
				count = 0;
			end
			if (count1 == 20000) begin
				clk_5KHz = ~clk_5KHz;
				count1 = 0;
			end
			count = count + 1;
			count1 = count1 + 1;
		end
	end
endmodule
module disp_hex_mux
   (
    input wire clk, reset,
    input wire [3:0] hex3, hex2, hex1, hex0,   
    input wire [3:0] dp_in,              
    output reg [3:0] an,   
    output reg [7:0] sseg  
   );
   localparam N = 18;
   reg [N-1:0] q_reg;
   wire [N-1:0] q_next;
   reg [3:0] hex_in;
   reg dp;
   always @(posedge clk, posedge reset)
      if (reset)
         q_reg <= 0;
      else
         q_reg <= q_next;
   assign q_next = q_reg + 1;
   always @*
      case (q_reg[N-1:N-2])
         2'b00:
            begin
               an =  4'b1110;
               hex_in = hex0;
               dp = dp_in[0];
            end
         2'b01:
            begin
               an =  4'b1101;
               hex_in = hex1;
               dp = dp_in[1];
            end
         2'b10:
            begin
               an =  4'b1011;
               hex_in = hex2;
               dp = dp_in[2];
            end
         default:
            begin
               an =  4'b0111;
               hex_in = hex3;
               dp = dp_in[3];
            end
       endcase
   always @*
   begin
      case(hex_in)
         4'h0: sseg[6:0] = 7'b0000001;
         4'h1: sseg[6:0] = 7'b1001111;
         4'h2: sseg[6:0] = 7'b0010010;
         4'h3: sseg[6:0] = 7'b0000110;
         4'h4: sseg[6:0] = 7'b1001100;
         4'h5: sseg[6:0] = 7'b0100100;
         4'h6: sseg[6:0] = 7'b0100000;
         4'h7: sseg[6:0] = 7'b0001111;
         4'h8: sseg[6:0] = 7'b0000000;
         4'h9: sseg[6:0] = 7'b0000100;
         4'ha: sseg[6:0] = 7'b0001000;
         4'hb: sseg[6:0] = 7'b1100000;
         4'hc: sseg[6:0] = 7'b0110001;
         4'hd: sseg[6:0] = 7'b1000010;
         4'he: sseg[6:0] = 7'b0110000;
         default: sseg[6:0] = 7'b0111000;   
     endcase
     sseg[7] = dp;
   end
endmodule
==> impl_metrics.ini <==
; implementation run metrics
[power]
p_switching_mw = 0.0952
p_comb_share_pct = 17.1
sw_frac_of_total_pct = 20.4
power_density_mw_per_mm2 = 268
power_leakage_nw = 0.732
p_int_mw = 0.370
p_total_mw = 0.465
p_clk_share_pct = 36.9
ir_worst_vdd_mv = 0.378
p_seq_share_pct = 46.0

[run_status]
status = completed

[sta]
tightest_slew_ns = 0.674
fin_ws_ns = 0.0778
max_slew_margin_pct = 55.0
final_max_slew_viol_count = 0
timing.fmax_ghz = 0.301
hold_ws_ns = 0.473
finalHoldViolCount = 0
period_used_pct = 97.7
skew_ns = 0.00502
rsz0062_at_grt = false
post-route-min-period_ns = 3.32
final-setup-viol-count = 0

[critical_path]
crit_type = primary input to output port
arrival_ns = 2.64
critical_path.endpoint_type = output port
rr_worst_depth = 5
r2r-end = q_reg[14]$_DFF_PP0_
worstPathCellList = clkdlybuf4s50_1 -> mux4_2 -> buf_4 -> inv_1 -> ha_1 -> inv_1 -> o22ai_2 -> clkdlybuf4s50_1
cp.required_ns = 2.72
start_kind = primary input
cp-startpoint = hex3[1]
cpPeakStageDelay_ns = 0.50
crit_fanout = 4
regToRegSetupSlack_ns = 1.81
cp_slowest_cell = mux4_2
reg2reg_from = q_reg[0]$_DFF_PP0_

[detailed_routing]
firstDrtPassIters = 4
antennaDiodeCount = 0
drt-initial-drc-count = 24
drtAntennaViolNets = 0
vias_per_cell = 3.66
routed_wl_um = 2550
drc = 0
detail_route.wl_per_cell_um = 10.2
vias = 919

[floorplanning]
ioPinCount = 34
floorplan.die_area_mm2 = 0.0117
fp.dieW_um = 108
core_area_mm2 = 0.00765
rows = 32
initial_core_util_pct = 15.5
die_h_um = 108

[logic_synthesis]
synth_seq_share_pct = 38.1
synthFlopType = dfrtp_1
netlist_top_cells_count = dfrtp_1 (18), xnor2_1 (12), nand2_1 (9)
yosys.cell_types.count = 33
ys_ff = 18
yosysTopAreaCell = dfrtp_1
ys_cells = 108
synthesis.area_mm2 = 0.00118
async_flop_share_pct = 100
synth_top_area_share_pct = 38.1
synth_chip_area_mm2 = 0.00118
top_cell = dfrtp_1
syn_area_per_cell_um2 = 10.9
yosysWarnings = 1
synth-edff-count = 0
synthTopCellsByArea = dfrtp_1 (38%), xnor2_1 (8.9%), ha_1 (7.4%)
synthCells = 108

[place]
place.detailed.hpwl_um = 2040
place.gp.congestion = 0.764
io_buffers = 33
dp_cells = 247
place_ws_ns = -0.0100

[final_layout]
drive_above_1_share_pct = 18.1
largest_register_ffs = 18
final_util_pct = 22.7
areaGrowthSynthToFinish_pct = 47.1
stdcell_count = 251

[min_path]
hold_path.class = register to register
holdPathEnd = q_reg[4]$_DFF_PP0_
hp-start = q_reg[4]$_DFF_PP0_
min_path_cells = 1

[clock_tree]
cts_max_level = 1
cts.sinks = 18
numCtsBuffers = 3
cts_setup_buffers = 0
insertion_delay_ns = 0.25
cts-root-buf = clkbuf_8
clk_path_buf_depth = 2
clk_pin_slew_ns = 0.07
tritoncts = done

[global_routing]
grt_pass1_vias = 952
grtUsageTotal_pct = 4.50
antenna_found_initial = 0
grt_max_degree = 19
grt_pass1_wl_um = 4400
grt_overflow = 0

[flow_run]
max_cap_viol_count = 0
warnings = 29
[through the flow]
stage,cell area [µm²],setup TNS (ns)
final,1740,0
after CTS,1720,0
after global placement,1670,0
after floorplan,1180,0
after global routing,1740,0
after detailed placement,1670,-0.0130
[kinds of logic (layout without fill, tap and decap cells)]
kind of cell / count (synthesis) / count (layout) / share of synthesized area [%]
mux: 8 / 8 / 14.6
simple gates: 35 / 35 / 15.8
xor+xnor: 16 / 16 / 11.9
fa+ha+maj: 7 / 7 / 7.41
compound gates: 11 / 11 / 6.46
buf+inv: 13 / 54 / 5.82
flops: 18 / 18 / 38.1
[power by group through the flow]
stage	combinational, mW	sequential (mW)	clock (mW)
6_report	0.0797	0.214	0.172
4_1_cts	0.0805	0.214	0.178
5_1_grt	0.0884	0.214	0.187
[cell type report]
| cell class | count | area, µm² |
|---|---|---|
| fill | 795 | 5910 |
| multi-input combinational | 77 | 674 |
| inverter | 9 | 33.8 |
| sequential | 18 | 450 |
| timing repair buffer | 41 | 398 |
| tap | 102 | 128 |
| clock buffer | 4 | 55.1 |
[cell usage in the layout, fill, tap and decap left out, types with 2 or more instances in the layout]
| cell | Yosys | layout |
|---|---|---|
| nor3_1 | 2 | 2 |
| inv_2 | 1 | 2 |
| nand2b_1 | 2 | 2 |
| xnor2_1 | 12 | 12 |
| nand2_1 | 9 | 9 |
| xor2_1 | 4 | 4 |
| buf_4 | 1 | 8 |
| nand4_1 | 5 | 5 |
| dlymetal6s2s_1 | 0 | 3 |
| clkdlybuf4s50_1 | 0 | 30 |
| or2_2 | 2 | 2 |
| nor2_1 | 4 | 4 |
| nor4_1 | 2 | 2 |
| clkbuf_8 | 0 | 4 |
| ha_1 | 7 | 5 |
| o21a_1 | 2 | 2 |
| nand3_1 | 5 | 5 |
| ha_2 | 0 | 2 |
| mux4_2 | 3 | 4 |
| o22ai_1 | 3 | 2 |
| dfrtp_1 | 18 | 18 |
| inv_1 | 8 | 7 |
| mux4_1 | 3 | 2 |
[worst max path at each step]
stage / slack (ns) / cells past startpoint / end
6_report: 0.08 / 8 / sseg[0]
5_1_grt: 0.002 / 6 / sseg[2]
4_1_cts: 0.01 / 9 / sseg[3]
[worst max-delay path: cells and delay by family]
kind,cells,cell delay (ns)
mux,1,0.50
compound gates,1,0.16
buf+inv,5,1.16
fa+ha+maj,1,0.15
[per-layer routing]
layer	vias to the layer above	GRT usage [%]	routed length [µm]
met3	2	1.27	162
met2	26	7.41	1170
met5	-	0	0
met4	0	0.286	14
met1	430	6.04	1210
li1	461	-	-
[timing repair]
action / 4_1_cts / 5_1_grt
gates resized: 2 / 7
endpoints found under the setup margin: 2 / 5
hold endpoints to repair: 0 / 0
hold buffers: 0 / 0
